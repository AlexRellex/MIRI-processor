===== ./design.v =====
module dm(
		input wire			clk,
		input wire	[6:0]	addr,
		input wire			rd, wr,
		input wire 	[31:0]	wdata,
		output wire	[31:0]	rdata);
	reg [31:0] mem [0:127];   
	always @(posedge clk) begin
		if (wr) begin
			mem[addr] <= wdata;
		end
	end
	assign rdata = wr ? wdata : mem[addr][31:0];
endmodule

===== ./run.sh =====
#!/bin/bash
# OpenROAD 26Q1-2900-gdf79404cd8, Yosys 0.63+post, stock flow scripts
make -C /OpenROAD-flow-scripts/flow DESIGN_CONFIG=/design/flow/config.mk WORK_HOME=/design/flow/orfs finish

===== ./config.mk =====
export PLATFORM = sky130hd
export DESIGN_NAME = dm
export DESIGN_NICKNAME = dm
export VERILOG_FILES = /design/flow/design.v
export SDC_FILE = /design/flow/constraint.sdc
export NUM_CORES = 4
export LEC_CHECK = 1
export CORE_UTILIZATION = 30

===== ./constraint.sdc =====
current_design dm

set clk_period 105.9
set clk_io_pct 0.2

create_clock -name clk0 -period $clk_period [get_ports {clk}]

set non_clock_inputs [all_inputs -no_clocks]
set_input_delay [expr $clk_period * $clk_io_pct] -clock clk0 $non_clock_inputs
set_output_delay [expr $clk_period * $clk_io_pct] -clock clk0 [all_outputs]

==> flow_summary.toml <==
# generated from flow reports
[final_timing]
finalWorstSetupSlack_ps = 56440
relSlewSlack_pct = -2.225
finalCriticalPeriod_ps = 49460
hold_viol = 0
tns_ps = 0
drv_slew = 2
finalCritPeriodShare_pct = 46.71
tightest_slew_ps = 1513
setup_violations = 0
fmax_mhz = 20.22
rsz0062_at_grt = "false"

[global_route]
grt_start_max_net_pins = 105
antenna_found_initial = 65
grt_overflow = 0
grt_usage_pct = 22.24
grt_pass1_wl_um = 762900
grt_pass1_vias = 96398

[clock_tree]
postCtsSetupRepairBufs = 0
htreeDepth = 5
ctsHoldBuffers = 0
path_clk_slew_ps = 60
max-clock-path-buffers = 4
clockRootBuffer = "clkbuf_16"
cts_tree = "yes"
numCtsBuffers = 409
cts_sinks = 4096
ctsResizeCount = 0

[detailed_routing]
via_count = 91189
wl_um = 558700
drc = 0
drt_pass1_iterations = 8
vias_per_cell = 5.583
drt-initial-drc-count = 7070
drt-wirelength-per-cell_um = 34.20
ant_nets = 0

[power_and_ir_drop]
clkPwrFrac_pct = 41.7
peakVddDrop_mv = 0.01494
powerDensity_nw_per_um2 = 18.95
totalPowerFinal_mw = 3.457
sw_frac_of_total_pct = 22.64
p_seq_share_pct = 51.8
p_comb_share_pct = 6.5
p_int_mw = 2.674
power.leakage_nw = 56.46
p_switching_uw = 782.7

[min_path]
min-delay-path-class = "input pin to flop"
holdPathEnd = "mem[9][19]"
min-delay-start = "wdata[19]"
hold_path_depth = 1

[run_status]
violations = "max-capacitance violations, max-slew violations"
outcome = "finished, violations left"

[die]
core_um2 = 521900
fp_util_pct = 30.20
die-area_um2 = 528300
die_x_um = 726.9
num_rows = 265
pin_count = 74
die_h_um = 726.9

[synthesis]
yosysTopAreaCellShare_pct = 78.03
netlist_area_um2 = 157600
syn_inst = 8600
ff_type = "edfxtp_1"
ys_area_um2 = 157600
yosys_warnings = 1
edf_count = 4096
ys.flops = 4096
ys_seq_share_pct = 78.03
ys_types = 78
top_area_cell = "edfxtp_1"
syn_avg_cell_area_um2 = 18.33
area_leaders = "edfxtp_1 (78%), a221oi_1 (3.4%), mux4_2 (3.2%), mux2i_1 (2.5%), mux2_2 (2.0%)"
async_flop_share_pct = 0
ys_cells = 8600

[placed_design]
io_buffers = 72
dp_cells = 15517
hpwl_um = 321400
dp_slack_ps = 56640
gp_congestion = 0.9499

[final_layout]
synthToLayoutAreaGrowth_pct = 15.73
reg.largest.list = "mem x4096"
drive_gt1_share_pct = 19.98
largest_reg_flops = 4096
instances_no_fill = 16334
regMostFlops = "mem"

[run]
max_cap_viol_count = 1
warning_count = 31

[critical_path]
crit_required_ps = 84720
path_max_fanout = 48
cp.arrival_ps = 28280
worstSetupStartpointType = "input pin"
end_kind = "primary output"
worstSetupPathType = "input pin to primary output"
==> cells in the final DEF, fill, tap and decap left out, drive strengths merged, types with 13 or more instances in the layout <==
cell and n:
mux2i 396, nor2 445, a221o 87, a222oi 13, bufinv 45, o2bb2ai 30
inv 28, a32oi 15, o221ai 89, a211oi 25, edfxtp 4096, a31oi 38
buf 562, mux2 280, clkbuf 491, clkinvlp 13, diode 69, a22oi 222
o21ai 300, nand4 18, o211ai 34, nor3 28, clkdlybuf4s50 32, o221a 15
mux4 222, nand3 41, and3 23, o2111ai 17, clkinv 191, o22a 14
a22o 46, a221oi 612, a21oi 303, o22ai 65, nand2 310, a311oi 17
a2111oi 20
==> synthesized netlist by cell type (30+ instances only) <==
cell type and instances:
mux2_2 276, a221o_1 87, o21ai_0 298, nand3_1 41, o22ai_1 65, o221ai_1 89
nand2_1 310, mux2i_1 396, buf_1 60, nor2_1 442, a221oi_1 604, edfxtp_1 4096
a21oi_1 303, clkbuf_1 192, buf_6 51, o211ai_1 34, buf_4 84, a22o_1 46
mux4_2 222, o2bb2ai_1 30, buf_2 233, a22oi_1 222, a31oi_1 38
==> through the flow <==
step | hold slack [ps] | utilization [%] | area [µm²]
2_1_floorplan | 21280 | - | 157600
3_3_place_gp | 21550 | 32.37 | 168900
3_5_place_dp | 21580 | 32.37 | 168900
4_1_cts | 20540 | 34.92 | 182200
5_1_grt | 20600 | 34.94 | 182400
6_report | 20580 | 34.95 | 182400
==> power by group through the flow <==
stage	Clock, mW	Combinational (mW)	Sequential [mW]
after CTS	1.45	0.215	1.79
after global routing	1.51	0.229	1.79
final	1.44	0.223	1.79
==> final cells by class <==
cell class                      instances  area, µm²
Timing Repair Buffer                  595       4731
Multi-Input combinational cell       3865      32420
Clock inverter                        258       2641
Fill cell                           47471     339500
Antenna cell                           69      172.7
Tap cell                             6942       8686
Sequential cell                      4096     123000
Clock buffer                          490      10670
Inverter                               19      100.1
==> routing by layer <==
metal | wire, µm | share of wire [%] | vias to the layer above | GRT usage [%]
met4 | 37200 | 6.7 | 88 | 11.49
li1 | - | - | 36675 | -
met3 | 126300 | 23 | 1531 | 23.04
met5 | 3534 | 0.63 | - | 6.894
met2 | 240600 | 43 | 8463 | 31.02
met1 | 151100 | 27 | 44432 | 19.06
==> worst max-delay path, stage by stage <==
cell	delay (ps)
buf_8	310
buf_4	490
buf_4	580
buf_4	470
buf_4	570
buf_4	670
buf_4	770
mux2i_1	150
o21ai_0	200
a221oi_1	100
a211oi_1	810
a311oi_1	320
a32oi_1	730
buf_4	230
clkdlybuf4s50_1	460
==> cell families after synthesis <==
logic type      synth area share, %
compound gates                9.649
mux                           7.687
simple gates                  2.484
flops                         78.03
buf+inv                       2.150
==> worst max path at each step <==
stage | startpoint | endpoint | slack (ps) | cells past startpoint
finish | addr[0] | rdata[0] | 56440 | 15
global route | addr[0] | rdata[0] | 56130 | 15
CTS | addr[0] | rdata[19] | 56640 | 13
Power figures rest on the tool's default switching activity, not on a simulated workload.
