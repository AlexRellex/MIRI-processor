## flow/run.sh

```bash
#!/bin/bash
# OpenROAD 26Q1-2900-gdf79404cd8, Yosys 0.63+post, stock flow scripts
make -C /OpenROAD-flow-scripts/flow DESIGN_CONFIG=/design/flow/config.mk WORK_HOME=/design/flow/orfs finish
```

## flow/config.mk

```make
export PLATFORM = sky130hd
export DESIGN_NAME = data_cache_generator
export DESIGN_NICKNAME = data_cache_generator
export VERILOG_FILES = /design/flow/design.v
export SDC_FILE = /design/flow/constraint.sdc
export NUM_CORES = 4
export LEC_CHECK = 1
export CORE_AREA = 10 10 92 92
export DIE_AREA = 0 0 102 102
```

## flow/constraint.sdc

```tcl
current_design data_cache_generator

set clk_period 2.3
set clk_io_pct 0.2

create_clock -name clk0 -period $clk_period [get_ports {clk}]

set non_clock_inputs [all_inputs -no_clocks]
set_input_delay [expr $clk_period * $clk_io_pct] -clock clk0 $non_clock_inputs
set_output_delay [expr $clk_period * $clk_io_pct] -clock clk0 [all_outputs]
```

## flow/design.v

```verilog
module data_cache_generator (
    input clk, reset, flush,
    input requested_data_to_mem,
    output reg mem_read, mem_write,
    output reg [31:0] address, writedata);
    reg [31:0] coses_a_fer [63:0];
    reg reads [63:0];
    reg writes [63:0];
    reg blocked;
    reg [31:0] coses_a_escriure [31:0];
    integer count,count_write;
    always @ (posedge clk) begin
        #10ps
        if (reset) begin
            count =0;
            count_write=0;
            for (int i = 0; i < 31;i++) begin
                reads[i] = 1;
            end
            for (int i = 20; i < 64;i++) begin
                reads[i] = 0;
            end
            for (int i = 20; i < 64;i++) begin
                writes[i] = 1;
            end
            for (int i = 0; i < 20;i++) begin
                writes[i] = 0;
            end
            coses_a_fer[0] <=   32'b00000000000000000000000000000000;
            coses_a_fer[1] <=   32'b00000000000000000000000000000100;
            coses_a_fer[2] <=   32'b00000000000000000000000000001000;
            coses_a_fer[3] <=   32'b00000000000000000000000000001100;
            coses_a_fer[4] <=   32'b00000000000000000000000000010000;
            coses_a_fer[5] <=   32'b00000000000000000000000000010100;
            coses_a_fer[6] <=   32'b00000000000000000000000000011000;
            coses_a_fer[7] <=   32'b00000000000000000000000000011100;
            coses_a_fer[8] <=   32'b00000000000000000000000000100000;
            coses_a_fer[9] <=   32'b00000000000000000000000000100100;
            coses_a_fer[10] <=  32'b00000000000000000000000000101000;
            coses_a_fer[11] <=  32'b00000000000000000000000000101100;
            coses_a_fer[12] <=  32'b00000000000000000000000000110000;
            coses_a_fer[13] <=  32'b00000000000000000000000000110100;
            coses_a_fer[14] <=  32'b00000000000000000000000000111000;
            coses_a_fer[15] <=  32'b00000000000000000000000000111100;
            coses_a_fer[16] <=  32'b00000000000000000000000001000000;
            coses_a_fer[17] <=  32'b00000000000000000000000001000100;
            coses_a_fer[18] <=  32'b00000000000000000000000001001000;
            coses_a_fer[19] <=  32'b00000000000000000000000001001100;
            coses_a_fer[20] <=  32'b00000000000000000000000001010000;
            coses_a_fer[21] <=  32'b00000000000000000000000001010100;
            coses_a_fer[22] <=  32'b00000000000000000000000001011000;
            coses_a_fer[23] <=  32'b00000000000000000000000001011100;
            coses_a_fer[24] <=  32'b00000000000000000000000001100000;
            coses_a_fer[25] <=  32'b00000000000000000000000001100100;
            coses_a_fer[26] <=  32'b00000000000000000000000001101000;
            coses_a_fer[27] <=  32'b00000000000000000000000001101100;
            coses_a_fer[28] <=  32'b00000000000000000000000001110000;
            coses_a_fer[29] <=  32'b00000000000000000000000001110100;
            coses_a_fer[30] <=  32'b00000000000000000000000001111000;
            coses_a_fer[31] <=  32'b00000000000000000000000001111100;
            coses_a_fer[32] <=  32'b00000000000000000000000010000000;
            coses_a_fer[33] <=  32'b00000000000000000000000010000100;
            coses_a_fer[34] <=  32'b00000000000000000000000010001000;
            coses_a_fer[35] <=  32'b00000000000000000000000010001100;
            coses_a_fer[36] <=  32'b00000000000000000000000010010000;
            coses_a_fer[37] <=  32'b00000000000000000000000010010100;
            coses_a_fer[38] <=  32'b00000000000000000000000010011000;
            coses_a_fer[39] <=  32'b00000000000000000000000010011100;
            coses_a_fer[40] <=  32'b00000000000000000000000010100000;
            coses_a_fer[41] <=  32'b00000000000000000000000010100100;
            coses_a_fer[42] <=  32'b00000000000000000000000010101000;
            coses_a_fer[43] <=  32'b00000000000000000000000010110000;
            coses_a_escriure[0] <=  32'b00000000000000000000000000000001;
            coses_a_escriure[1] <=  32'b00000000000000000000000000000010;
            coses_a_escriure[2] <=  32'b00000000000000000000000000000011;
            coses_a_escriure[3] <=  32'b00000000000000000000000000000100;
            coses_a_escriure[4] <=  32'b00000000000000000000000000000101;
            coses_a_escriure[5] <=  32'b00000000000000000000000000000110;
            coses_a_escriure[6] <=  32'b00000000000000000000000000000111;
            coses_a_escriure[7] <=  32'b00000000000000000000000000001000;
            coses_a_escriure[8] <=  32'b00000000000000000000000010000001;
            coses_a_escriure[9] <=  32'b00000000000000000000000010000010;
            coses_a_escriure[10] <=  32'b00000000000000000000000010000011;
            coses_a_escriure[11] <=  32'b00000000000000000000000010000100;
            coses_a_escriure[12] <=  32'b00000000000000000000000010000101;
            coses_a_escriure[13] <=  32'b00000000000000000000000010000110;
            coses_a_escriure[14] <=  32'b00000000000000000000000010000111;
            coses_a_escriure[15] <=  32'b00000000000000000000000010001000;
            coses_a_escriure[16] <=  32'b00000000000000000000001110000001;
            coses_a_escriure[17] <=  32'b00000000000000000000001110000010;
            coses_a_escriure[18] <=  32'b00000000000000000000001110000011;
            coses_a_escriure[19] <=  32'b00000000000000000000001110000100;
            coses_a_escriure[20] <=  32'b00000000000000000000001110000101;
            coses_a_escriure[21] <=  32'b00000000000000000000001110000110;
            coses_a_escriure[22] <=  32'b00000000000000000000001110000111;
            coses_a_escriure[23] <=  32'b00000000000000000000001110001000;
            blocked = 1'b0;
        end
        else if (requested_data_to_mem == 1'b1) begin
            blocked = 1'b1;
        end
        else if (requested_data_to_mem == 1'b0 && blocked == 1'b1) begin
            blocked = 1'b0;
        end
        else if (requested_data_to_mem == 1'b0 && blocked == 1'b0) begin
            address=coses_a_fer[count];
            mem_read=reads[count];
            mem_write=writes[count];
            count = count + 1;
            if (mem_write == 1'b1) begin
                writedata = coses_a_escriure[count_write];
                count_write = count_write + 1;
            end
        end
    end
endmodule  
```

==> metrics.csv <==
stage,metric,value,unit
status,run_status,finished clean,
detailed_routing,drt_wl_total,3020,um
critical_path,timing.reg2reg.setup_slack,350,ps
yosys,asyncSetResetFlopFracSynth,0,
final_layout,post_layout_nonfiller_instances,277,
floorplanning,placementRows,29,
yosys,syn_area,0.00175,mm^2
floorplanning,die_area,0.0104,mm^2
floorplanning,core,0.00646,mm^2
final_layout,area.combinational,835,um^2
clocking,clockRootBuffer,clkbuf_8,
critical_path,cp_max_fo,7,
clocking,path_clk_slew,90,ps
run,warnings,32,
timing,fmax,513,MHz
timing,final.setup_skew,1.66,ps
grt,grt_antenna_before_repair,0,
clocking,clock_tree.htree_level_count,1,
yosys,synthDistinctLibCells,45,
timing,fin_worst_hold_slack,538,ps
yosys,synth_seq_share,0.377,
yosys,ys_cells,184,
yosys,postSynth.topFlopCell,edfxtp_1,
floorplanning,fp.dieH,102,um
placement,post-place-cells,273,
grt,first_global_vias,1115,
critical_path,worstSetupStartpoint,count[0]$_SDFFE_PP0P_,
timing,final.setup.tns,0,ps
final_layout,final_instance_area,0.00189,mm^2
final_layout,share_of_cells_above_drive_strength_1,0.0950,
timing,final-setup-viol-count,0,
detailed_routing,drt-pass1-iter-count,3,
timing,rsz0062_at_grt,no,
placement,io_buffer_count,17,
critical_path,endpoint_of_the_lowest_slack_register_to_register_path,writedata[2]$_DFFE_PP_,
critical_path,timing.critical_path.arrival,1990,ps
yosys,yosysWarningCount,901,
timing,final.min_clock_period,1950,ps
grt,largest_net_degree_at_the_start_of_global_routing,16,
critical_path,worst_setup_path_endpoint,writedata[2]$_DFFE_PP_,
final_layout,final.fill_count,680,
detailed_routing,via_per_inst,3.94,
yosys,edf_count,14,
clocking,worst_skew_pair.late_latency,270,ps
grt,grt_util_all_layers,0.0566,
critical_path,start_kind,flip-flop,
clocking,cts_tree,done,
power,leakage_power,0.760,nW
final_layout,final_util,0.293,
detailed_routing,post-route-drc-count,0,
floorplanning,floorplan.io_pins,70,
yosys,netlist_instances,184,
placement,post-dp-hpwl,2380,um
final_layout,sequential_cell_area,661,um^2
yosys,yosysChipArea,0.00175,mm^2
clocking,cts_buffer_depth,2,
critical_path,timing.critical_path.required,2340,ps
detailed_routing,drtAntennaViolNets,0,
clocking,cts_resized,0,
run,max-cap-violations,0,
timing,final-hold-violation-count,0,
placement,place_ws,362,ps
critical_path,critPathCaptureType,flip-flop,
grt,grt_first_pass_wirelength,4990,um
detailed_routing,drt_initial_violations,38,
power,report.power.total,0.942,mW
critical_path,r2r.worst_path.cells,6,
power,power_density,498,mW/mm^2
clocking,cts.sinks,26,
critical_path,kind_of_critical_path,reg -> reg,
timing,final-max-slew-violation-count,0,
clocking,post_cts_buffers,0,
clocking,numCtsBuffers,3,
floorplanning,fp.dieW,102,um
yosys,postSynthRegisterBits,26,
detailed_routing,routedWlPerCell,10.9,um
placement,gp_routability_congestion,0.785,
detailed_routing,detailroute.via_count,1092,
floorplanning,fp-utilization,0.272,
clocking,ctsHoldBuffers,0,
timing,worst_slack,352,ps
yosys,synthesis.area_per_instance,9.53,um^2
worst_hold_path,worst_hold_path_type,reg -> reg,
placement,place_area,0.00182,mm^2
power,max-vdd-ir-drop,269,uV
final_layout,area_growth,7.70,%
timing,final_min_period_over_clock_period,0.847,
critical_path,worst_r2r_startpoint,count[0]$_SDFFE_PP0P_,
grt,grt-ovfl-total,0,
detailed_routing,diodes_inserted,0,
## cell usage after synthesis (2+ instances only)
cell / instances / area share
nand2_1: 7 / 0.015
xnor2_1: 3 / 0.015
buf_4: 52 / 0.22
nand2b_1: 4 / 0.014
inv_1: 7 / 0.015
xor2_1: 4 / 0.020
clkbuf_1: 4 / 0.0086
buf_2: 3 / 0.0086
and3_2: 2 / 0.0086
o21ai_0: 6 / 0.017
nor2_1: 15 / 0.032
nand3_1: 4 / 0.011
ha_1: 9 / 0.064
a21oi_1: 6 / 0.017
o22a_2: 2 / 0.011
dfxtp_1: 12 / 0.14
edfxtp_1: 14 / 0.24
nand4_1: 2 / 0.0071
o21a_1: 2 / 0.0086
## registers in the layout, summed over array words and instances, names as in the netlist
register     count
address          6
count            6
mem_write        1
writedata        6
mem_read         1
blocked          1
count_write      5
## cell families after synthesis
group | share of synthesized area
buffers and inverters | 0.255
AND/OR/NAND/NOR | 0.148
AND-OR/OR-AND | 0.114
flip-flops | 0.377
adder cells (fa/ha/maj) | 0.0642
XOR/XNOR | 0.0350
other | 0.00214
multiplexers | 0.00571
## metal layers
| layer | vias up | routed length (um) | GRT usage |
|---|---|---|---|
| li1 | 548 | - | - |
| met1 | 497 | 1430 | 0.0775 |
| met2 | 43 | 1350 | 0.0914 |
| met3 | 4 | 191 | 0.0130 |
| met4 | 0 | 48 | 0.00976 |
| met5 | - | 0 | 0 |
## how the worst min path moves through the flow
stage	from	slack [ps]	to	cells past startpoint
after CTS	count[1]$_SDFFE_PP0P_	550	count[1]$_SDFFE_PP0P_	2
final	count[1]$_SDFFE_PP0P_	540	count[1]$_SDFFE_PP0P_	2
after global routing	count[1]$_SDFFE_PP0P_	580	count[1]$_SDFFE_PP0P_	2
## final cells by class
cell class / instances / share of cell area
clock inverter: 1 / 0.0159
tap: 77 / 0.0510
sequential: 26 / 0.350
timing repair buffer: 21 / 0.106
multi-input combinational: 142 / 0.442
inverter: 7 / 0.0139
clock buffer: 3 / 0.0219
## cells in the final DEF, fill, tap and decap left out, types with 3 or more instances in the layout
cell,count
xnor2_1,3
inv_1,7
nand3_1,4
a21oi_1,6
nor2_1,15
dfxtp_1,12
clkdlybuf4s50_1,17
o21ai_0,6
clkbuf_8,3
buf_4,4
edfxtp_1,14
nand2b_1,4
xor2_1,4
conb_1,51
nand2_1,7
ha_1,9
## worst max-delay path: stages, from the launching register on
cell	delay, ps
dfxtp_1	410
inv_1	80
ha_1	240
or4_4	590
o211ai_4	150
nor2_1	70
buf_4	170
## where the power goes
part           leakage, nW  total, mW  switching (mW)  internal [mW]
Clock               0.0357      0.374           0.141          0.233
Combinational        0.499     0.0670          0.0357         0.0314
Sequential           0.225      0.501         0.00616          0.495
Total                0.760      0.942           0.183          0.759
Power and IR drop assume default switching activity.
