===== /design/flow/design.v =====
module instr_cache (    
    input clk, reset, flush,   
    input mem_read,  
    input [31:0] address,  
    input [127:0] data_from_mem,  
    input read_ready_from_mem,  
    input written_data_ack,  
    output reg [31:0] readdata,  
    output reg reqI_mem, 
    output reg [25:0] reqAddrI_mem,
    output reg cache_hit);
    reg [127:0] dataCache [0:3];  
    reg [25:0] dataTag [0:3];  
    reg dataValid [0:3];  
    wire [3:0] addr_byte;  
    wire [1:0] addr_index;  
    wire [25:0] addr_tag;  
    reg req_valid;
    reg pending_req;
    reg ready_next;
    wire [31:0] next_instruction;
    assign addr_byte = address[3:0];
    assign addr_index = address[5:4];  
    assign addr_tag = address[31:6];
    integer row;
    always @ (negedge clk) begin  
        if (reset == 1'b1 || flush == 1'b1) begin
            for (int k = 0; k < 4; k++) begin         
                cache_hit = 1'b0;
                req_valid = 1'b1;
                pending_req = 1'b0;
                dataValid[k] = 0;
                reqI_mem = 1'b0;
                readdata = 32'b0;
            end
        end
        row = addr_index;  
        cache_hit=1'b0;
        if (pending_req && read_ready_from_mem == 1'b1) begin
            dataCache [row] = data_from_mem;
            dataTag [row] = addr_tag;
            pending_req = 1'b0;
            dataValid [row] = 1'b1;
            ready_next = 1'b1;
            reqI_mem = 1'b0;
        end
        if (pending_req == 1'b1 && written_data_ack == 1'b1) begin
            pending_req = 1'b0;
        end
        if (!pending_req && req_valid && mem_read) begin
            if (dataTag [row] == addr_tag) begin
                if (dataValid [row] == 1'b1) begin
                    readdata = {dataCache [row][addr_byte*8 +: 31]};
                    cache_hit=1'b1;
                end
            end
            else begin
                cache_hit = 1'b0;
            end
            if (cache_hit == 1'b0) begin
                pending_req = 1'b1;
                reqAddrI_mem = address[31:4];
                reqI_mem = 1'b1;
                ready_next = 1'b0;
            end
        end
    end
endmodule

===== /design/flow/run.sh =====
#!/bin/bash
# OpenROAD 26Q1-2900-gdf79404cd8, Yosys 0.63+post, stock flow scripts
make -C /OpenROAD-flow-scripts/flow DESIGN_CONFIG=/design/flow/config.mk WORK_HOME=/design/flow/orfs finish

===== /design/flow/config.mk =====
export PLATFORM = sky130hd
export DESIGN_NAME = instr_cache
export DESIGN_NICKNAME = instr_cache
export VERILOG_FILES = /design/flow/design.v
export SDC_FILE = /design/flow/constraint.sdc
export NUM_CORES = 4
export LEC_CHECK = 1
export CORE_UTILIZATION = 30

===== /design/flow/constraint.sdc =====
current_design instr_cache

set clk_period 41.6
set clk_io_pct 0.2

create_clock -name clk0 -period $clk_period [get_ports {clk}]

set non_clock_inputs [all_inputs -no_clocks]
set_input_delay [expr $clk_period * $clk_io_pct] -clock clk0 $non_clock_inputs
set_output_delay [expr $clk_period * $clk_io_pct] -clock clk0 [all_outputs]

==> notes.md <==
fresh numbers from the pnr run: status=finished clean, Cell Area, Synth=between 30000 and 40000 sq um, DRT Pass-1 Iters=6, Post-CTS Setup Bufs=0, # IOs=~230, RR Startpoint=pending_req, Mean Syn Cell Area=11.5 sq um, kind of cell adding the most delay to the critical path=buffers and inverters, routed length on met3=around 8000 um, biggest cell delay along the critical path=between 0.6 and 0.7 ns, YS chip area=31300 sq um, Rows=118, hpwl dp=between 60000 and 70000 um, Max-cap violations=0, Fin Setup TNS=0 ns, YS warnings=4, via count=between 20000 and 30000, worst-path maximum fanout=47, Final Hold Fails=0, layout cells sized above 1=0.265, initial DRC count=about 1600, Log Warnings=707, crit path launch=read_ready_from_mem, ys flop type=dfxtp_1, Yosys Instances=2727, sequential share of the synthesized area=0.445, HP Start=dataValid[0], critical path type=in -> reg, list of most frequent post-synthesis cells=dfxtp_1 (656), mux2_2 (632), nand2_1 (312), routed wl met2=between 40000 and 50000 um, Slew Viols, Final=0, Flops after synth=682, CTS max path bufs=3, clk latency of the worst-skew pair=0.68 ns, chip area=around 110000 sq um, post-CTS sizing=0, number of routed nets with antenna violations=0, Die H=roughly 320 um, Core ar.=103000 sq um, met1 wire length=between 40000 and 50000 um, share of the synthesized area in the top cell type=0.420, Worst Path Required=21.33 ns, fp_density=0.302, max layer used=met5, most used cell, CP=buf_4, final tally of setup violations=0, Wirelength per Cell=19.9 um, Die W=325 um, clock sinks=between 600 and 700, top-count cell post-synth=dfxtp_1, Port Buffers=225, GRT Total Usage=0.193, fin cells=~5000, DP Cell Count=between 4000 and 5000, hold-fix buffers at CTS=0, grt total ovfl=0, Top cells by area=dfxtp_1 (42%), mux2_2 (23%), mux4_2 (9.3%), mux2i_1 (4.3%), nand2_1 (3.7%), Post-Synthesis Cells=between 2000 and 3000, RSZ-0062 raised after global routing=false, Leakage=18.8 nW, crit end category=register, H-tree depth=3, worst slew pin tran=0.849 ns, largest net degree at the start of global routing=99, Final Skew=0.0307 ns, Post-synth EDFFs=26, Post-Route WL=99800 um, Reg clk slew, reported paths=0.03 ns, vias in the first global route=25523, Cell Chain, Critical Path=clkdlybuf4s50_1, nor4bb_4, buf_4, buf_4, and3_4, buf_4, buf_4, mux2_2, gpl congestion=about 1, Hold Path Class=reg -> reg, CTS tree=built, CP max-delay cell=buf_4, Netlist cell types=69, # fillers=9900, CP arrival=12.56 ns, CP Launch Type=input pin, Clock Root Buffer=clkbuf_16, CP Buf/Inv Count=5, Area growth syn-to-layout=28.2%, post-DR vias/cell=5.02, PD cells=54.8 nW/um^2, DRC viols=0, relative slew slack=0.418, Synth area leader=dfxtp_1, ys async rst share=0, first-pass GRT wire length=151000 um, Peak VDD IR=0.0000353 V, Num CTS Buffers=a little over 80, initial antenna violation count=22
final timing paths:
kind / endpoint / slack (ns) / cells after the start
min reg2reg: dataValid[0] / 0.44 / 2
max: dataCache[3][64] / 8.77 / 8
max reg2reg: dataCache[3][64] / 37.49 / 7
min: dataValid[0] / 0.44 / 2
layer usage:
| layer | up-vias | GRT usage |
|---|---|---|
| met1 | 12200 | 0.264 |
| met3 | 234 | 0.0779 |
| met4 | 40 | 0.0824 |
| met5 | - | 0 |
| li1 | 11841 | - |
| met2 | 837 | 0.274 |
cells in the final DEF, fill, tap and decap left out, types with 6 or more instances in the layout:
cell / Yosys / layout
clkdlybuf4s50_1: 0 / 220
mux4_2: 129 / 129
nand2_1: 312 / 310
inv_1: 12 / 713
clkbuf_16: 0 / 83
edfxtp_1: 26 / 26
clkinvlp_2: 0 / 13
a22o_1: 10 / 10
o21ai_0: 82 / 82
nor3_1: 15 / 15
bufinv_16: 0 / 11
a21oi_1: 90 / 90
a221oi_1: 13 / 13
nand3_1: 38 / 38
a31oi_1: 10 / 10
inv_4: 0 / 6
a22oi_1: 18 / 18
buf_4: 13 / 48
nor2b_1: 13 / 13
xor2_1: 6 / 6
o211ai_1: 31 / 31
nor2_1: 94 / 93
mux2i_1: 135 / 135
dfxtp_1: 656 / 656
o31ai_1: 6 / 6
o22ai_1: 35 / 35
mux2_2: 632 / 632
xnor2_1: 9 / 9
nand2b_1: 7 / 7
o221ai_1: 11 / 11
a211oi_1: 23 / 23
and2_1: 6 / 6
worst min-delay path, cell delays in order (launching register included):
cell and delay [ns]:
dfxtp_1 0.29, nand2_1 0.06, nand2_1 0.06
through the flow:
stage          hold WS [ns]  total power [mW]  instance area (sq um)   util  worst slack [ns]
4_1_cts               0.445              2.24                  40100  0.388              8.73
6_report              0.440              2.20                  40100  0.388              8.77
3_5_place_dp          0.436              1.32                  34800  0.336              8.05
5_1_grt               0.469              2.36                  40100  0.388              8.57
3_3_place_gp          0.433              1.31                  34800  0.336              8.04
2_1_floorplan         0.415              1.19                  31300      -              9.17
kinds of logic (layout without fill, tap and decap cells):
group,after synthesis,in the layout,synth area share
other,0,2,0
muxes,896,896,0.364
and+or+nand+nor,514,514,0.0692
DFF,682,682,0.445
AOI/OAI and AO/OA,402,402,0.0857
xor gates and xnor gates,15,15,0.00420
buffers and inverters,218,1116,0.0320
cell type report:
class	count	area [sq um]	area share
multi-input cells	1827	16400	0.410
flip-flops and latches	682	13900	0.347
clock inverters	746	3250	0.0810
repair buffers	274	2640	0.0659
clock buffers	83	2080	0.0518
well taps	1380	1730	0.0431
inverters	13	48.8	0.00122
diodes	2	5.00	0.000125
state kept, by name (all words and copies together) (netlist names):
register	cells
dataCache	512
dataTag	104
readdata	32
reqAddrI_mem	26
dataValid	4
cache_hit	1
pending_req	1
reqI_mem	1
req_valid	1
where the power goes:
part	total (mW)	internal (mW)	switching [mW]
combinational	0.371	0.199	0.172
clock	0.981	0.524	0.457
sequential	0.844	0.790	0.0541
No activity file was given, so power comes from the tool's default toggle rates.
