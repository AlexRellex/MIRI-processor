## /design/flow/run.sh

```bash
#!/bin/bash
# OpenROAD 26Q1-2900-gdf79404cd8, Yosys 0.63+post, stock flow scripts
make -C /OpenROAD-flow-scripts/flow DESIGN_CONFIG=/design/flow/config.mk WORK_HOME=/design/flow/orfs finish
```

## /design/flow/config.mk

```make
export PLATFORM = sky130hd
export DESIGN_NAME = data_cache_mix
export DESIGN_NICKNAME = data_cache_mix
export VERILOG_FILES = /design/flow/design.v
export SDC_FILE = /design/flow/constraint.sdc
export NUM_CORES = 4
export LEC_CHECK = 1
export CORE_UTILIZATION = 40
```

## /design/flow/constraint.sdc

```tcl
current_design data_cache_mix

set clk_period 96.0
set clk_io_pct 0.2

create_clock -name clk0 -period $clk_period [get_ports {clk}]

set non_clock_inputs [all_inputs -no_clocks]
set_input_delay [expr $clk_period * $clk_io_pct] -clock clk0 $non_clock_inputs
set_output_delay [expr $clk_period * $clk_io_pct] -clock clk0 [all_outputs]
```

## /design/flow/design.v

```verilog
module data_cache_mix (    
    input clk, reset,flush, 
    input mem_read,
    input mem_write, 
    input [31:0] address, 
    input [31:0] writedata, 
    output reg [31:0] readdata,
    input [127:0] data_from_mem,
    input read_ready_from_mem,
    input written_data_ack,
    output reg reqD_mem,
    output reg [31:0] reqAddrD_mem,
    output reg reqD_cache_write,
    output reg [127:0] data_to_mem);
    reg [127:0] dataCache [0:3];
    reg [17:0] dataTag [0:3];
    reg dataValid [0:3];
    reg dataDirty [0:3];
    reg [1:0] countValid [0:3];
    wire [6:0] addr_byte;
    wire [1:0] addr_index;
    wire [22:0] addr_tag;
    reg req_valid;
    reg pending_req;
    reg ready_next;
    wire [31:0] next_instruction;
    reg cache_hit;
    reg [1:0] lastcountValid;
    integer row_cache;
    assign addr_byte = address[6:0];
    assign    addr_index = address[8:7];
    assign    addr_tag = address[31:9];
    always @ (posedge clk) begin
        if (reset == 1'b1 || flush == 1'b1) begin
            for (int k = 0; k < 4; k++) begin         
                countValid [k] = 0;
                cache_hit = 1'b0;
                req_valid = 1'b1;
                pending_req = 1'b0;
                dataDirty[k] = 0;
                dataValid[k] = 0;
                reqD_mem = 1'b0;
                reqD_cache_write = 1'b0;
            end
        end
        if (!pending_req && req_valid && mem_read) begin
            for (int i=0; i < 4; i++) begin
                if (dataTag [i] == addr_tag) begin
                    if (dataValid [i] == 1'b1) begin
                        readdata = dataCache [addr_index][addr_byte];
                        cache_hit=1'b1;
                        lastcountValid = countValid [i];
                        for (int k = 0; k < 4; k++) begin
                            if (i != k && countValid[k] < lastcountValid[k]) begin
                                countValid [k] = countValid [k] + 1;
                            end
                        end
                        countValid [i] = 0;
                    end
                end
            end
            if (cache_hit == 1'b0) begin
                pending_req = 1'b1;
                reqAddrD_mem = address;
                reqD_mem = 1'b1;
                ready_next = 1'b0;
            end
        end
        else if (!pending_req && req_valid && mem_write) begin
            for (int i=0; i < 4; i++) begin
                if (dataTag [i] == addr_tag) begin
                    if (dataValid [i] == 1'b1) begin
                        dataCache [addr_index][addr_byte] = writedata;
                        cache_hit=1'b1;
                        dataDirty[i]=1;
                        lastcountValid = countValid [i];
                        for (int k = 0; k < 4; k++) begin
                            if (i != k && countValid[k] < lastcountValid[k]) begin
                                countValid [k] = countValid [k] + 1;
                            end
                        end
                        countValid [i] = 0;
                    end
                end
            end
            if (cache_hit == 1'b0) begin
                pending_req = 1'b1;
                reqAddrD_mem = address[31:7];
                reqD_mem = 1'b1;
                ready_next = 1'b0;
                reqD_cache_write = 1'b0;
            end
        end
        row_cache = -1;  
        if (pending_req && read_ready_from_mem == 1'b1) begin
            for (int i=0; i < 4; i++) begin
                if (dataValid [i] == 1'b0) begin
                    row_cache = i;
                end
            end
            if (row_cache == -1) begin
                for (int i=0; i < 4; i++) begin
                    if (countValid [i] == 2'b11) begin
                        row_cache = i;
                        countValid [i] = 2'b00;
                    end
                    else begin
                        countValid [i] = countValid [i] + 1;
                    end
                end
            end
            if (dataDirty[row_cache] == 0) begin
                dataCache [row_cache] = data_from_mem;
                dataTag [row_cache] = addr_tag;
                pending_req = 1'b0;
                dataValid [row_cache] = 1'b1;
                ready_next = 1'b1;
                readdata = dataCache [addr_index][addr_byte];
                reqD_mem = 1'b0;
            end
            else begin
                pending_req = 1'b1;
                data_to_mem = dataCache [row_cache];
                reqAddrD_mem = dataTag[row_cache];
                reqD_mem = 1'b1;
                ready_next = 1'b0;
                reqD_cache_write = 1'b1;
            end     
        end
        if (pending_req == 1'b1 && written_data_ack == 1'b1) begin
            pending_req = 1'b0;
        end
    end
endmodule  
```

==> deck_impl_summary.md <==
Key Metrics from the Run

Clocking
  • Clock latency (worst-skew pair): 0.78 ns
  • H-Tree Depth: 3
  • CTS root buf: clkbuf_16
  • Post-CTS Setup Bufs: 0
  • Clk buf depth: 3
  • Clock transition at the registers of the reported paths: 0.07 ns
  • TritonCTS clock tree: built
  • Hold buffers post-CTS: 0
  • Cts bufs inserted: 98
  • Clk sink count: 797
  • Resized Gates After CTS: 0

Cells and area
  • Final cell count without fillers: 9,055
  • Area growth from synthesis to layout: 17.5%
  • Core Util, Final: 0.476
  • Fraction of layout cells with a size suffix above 1: 0.114
  • Fillcell total: 12,900

Setup path
  • Critical Path Sink Type: register
  • Worst Path Arrival: 29.33 ns
  • CP max-delay cell: o32ai_1
  • Crit path kind: primary input to register
  • Crit path DRT: 96.57 ns
  • CP max FO: 32
  • Max incr delay on CP: 0.98 ns
  • Most used cell, CP: buf_4
  • CP Launch Type: primary input

Run
  • Max-cap violations: 0
  • Log Warnings: 70

Final timing
  • Tightest Pin Transition: 1.47 ns
  • Final hold vios: 0
  • Worst Skew: 0.0495 ns
  • RSZ-0062 raised after global routing: no
  • Fin. max-slew vios: 0
  • Fin crit period: 28.76 ns
  • Tcrit/Tclk final: 0.300
  • Max transition margin: 0.0190
  • Sum Neg Setup Slack: 0 ns
  • Setup violators final: 0
  • Fmax: 0.0348 GHz
  • Fin worst setup slack: 67.24 ns
  • Hold slack: 0.449 ns

Status
  • Status: complete, no violations

Power
  • Combinational fraction of design power: 0.254
  • Net Sw Power: 0.000379 W
  • Sw Ratio: 0.351
  • Peak supply drop: 0.0166 mV
  • Share of total power in the clock network: 0.369
  • Leak: 23.9 nW
  • Sequential share of power: 0.376
  • Cell Pwr Density: 16.9 nW/um2
  • Int Power: 0.000700 W

Drt
  • Drt pass-1 iters: 7
  • DR WL/cell: 41.1 um
  • Remaining DRCs: 0
  • Drt via density: 7.16
  • Final WL: 372,000 um
  • DRT iter0 DRCs: 9,467
  • Final ANT Viol Nets: 0
  • Routed vias: 64,800

Floorplanning
  • I/O pins: 393
  • Row Count: 134
  • Chip width: 370 um
  • Core Footprint: 134,000 um2
  • Height of the chip: 370 um
  • Die area: 137,000 um2
  • Core Util at FP: 0.405

Yosys
  • Main synth FF type: dfxtp_1
  • YS chip area: 54,300 um2
  • Mean post-synth cell area: 7.66 um2
  • Ys Warns: 22
  • Yosys cell types: 103
  • Asr flop ratio synth: 0
  • Post-synth EDFFs: 200
  • Synth flops: 797
  • Post-Syn Instances: 7,085
  • Seq share, synth: 0.331
  • Mapped cell area: 54,300 um2
  • Yosys stat cell total: 7,085

Min path
  • HP Class: register to register

Global route
  • Vias in the first global route: 58,100
  • GRT overflow: 0
  • Initial antenna violation count: 63
  • Largest net degree at the start of global routing: 120
  • Global Route Usage Sum: 0.549
  • First-pass GRT wire length: 497,000 um

Placed design
  • Port buffer count: 361
  • Global placer's final weighted congestion: 1.16
  • DP HPWL: 253,000 um
  • Setup WS pre-CTS: 67.36 ns
  • Placed cells: 8,817
[kinds of logic after synthesis]
family / Yosys count / share of synthesized area
AND-OR/OR-AND: 2557 / 0.296
AND/OR/NAND/NOR: 2411 / 0.192
flip-flops: 797 / 0.331
buffers and inverters: 780 / 0.0577
multiplexers: 456 / 0.110
XOR/XNOR: 77 / 0.0124
adder cells (fa/ha/maj): 7 / 0.00161
[path summary, 6_finish.rpt]
path | from | to | slack (ns) | cells past startpoint
worst min register to register | req_valid$_DFF_P_ | req_valid$_DFF_P_ | 0.45 | 1
worst max register to register | dataValid[2]$_DFF_P_ | readdata[0]$_DFF_P_ | 86.05 | 25
worst min-delay path | req_valid$_DFF_P_ | req_valid$_DFF_P_ | 0.45 | 1
worst max-delay path | address[28] | readdata[0]$_DFF_P_ | 67.24 | 26
[cells in the final DEF (no fill, tap or decap), types with 119 or more instances in the layout]
cell type	count
mux2i_1	291
nor3_1	148
o21ai_0	677
buf_4	348
a211oi_1	119
nand3_1	217
nor2_1	1008
a21oi_1	756
dfxtp_1	597
a31oi_1	165
clkdlybuf4s50_1	354
edfxtp_1	200
nand2_1	704
[per-stage QoR]
step,total power (W),cell area (um2)
6_report,0.00108,63700
5_1_grt,0.00110,63700
4_1_cts,0.00106,63600
3_5_place_dp,0.000667,60200
3_3_place_gp,0.000666,60200
2_1_floorplan,0.000558,54300
[area by class of cell]
type	instances	area, um2	area share
inverter	29	116	0.00183
sequential	797	18000	0.282
timing repair buffer	715	6360	0.0999
antenna	52	130	0.00204
clock inverter	48	572	0.00897
clock buffer	138	2780	0.0437
tap	1768	2210	0.0347
multi-input combinational	5508	33600	0.527
[Yosys cell counts (all sizes together) (49+ instances only)]
library cell	n	area [um2]
o21ai	692	3460
nor2	1034	3900
mux2	60	679
buf	191	916
o31ai	55	413
a21boi	49	368
o211ai	102	766
a31oi	172	1100
clkbuf	560	2110
and2	69	432
nor4	60	394
nor3	156	827
a211oi	121	918
mux2i	291	2910
o311ai	139	1270
o21a	116	871
nand2	716	2690
edfxtp	200	6010
mux4	105	2360
a21oi	761	3820
nand3	218	1090
dfxtp	597	12000
[per-layer routing]
metal	part of all wire	track usage	up-vias
met5	0.0058	0.101	-
met4	0.083	0.343	80
li1	-	-	26300
met1	0.36	0.691	31000
met2	0.37	0.678	5822
met3	0.18	0.366	1615
[worst max-delay path: cells and delay by family]
kind            cells  cell delay [ns]
compound gates      9             2.61
simple gates       11             4.52
buf+inv             5             2.68
fa+ha+maj           1             0.19
[power by group through the flow]
stage | combinational [W] | sequential (W) | clock, W
after CTS | 0.000256 | 0.000405 | 0.000399
after global routing | 0.000283 | 0.000409 | 0.000410
final | 0.000274 | 0.000406 | 0.000398
[flip-flops by register name, indices dropped and copies added, names as in the netlist]
name              count
pending_req           1
reqAddrD_mem         32
dataDirty             4
reqD_cache_write      1
countValid            8
readdata             32
cache_hit             1
dataCache           512
dataValid             4
req_valid             1
data_to_mem         128
reqD_mem              1
dataTag              72
Power is estimated from default activity; no workload was simulated.
