==> ./design.v <==
module data_cache_generator_store_buffer (
    input clk, reset, flush,
    input requested_data_to_mem,
    output reg mem_read, mem_write,
    output reg [31:0] address, writedata);
    reg [31:0] coses_a_fer [63:0];
    reg reads [63:0];
    reg writes [63:0];
    reg blocked;
    reg [31:0] coses_a_escriure [31:0];
    integer count,count_write;
    always @ (posedge clk) begin
        #10ps
        if (reset) begin
            count =0;
            count_write=0;
            for (int i = 0; i < 11;i++) begin
                reads[i] = 0;
            end
            for (int i = 11; i < 64;i++) begin
                reads[i] = 1;
            end
            for (int i = 11; i < 64;i++) begin
                writes[i] = 0;
            end
            for (int i = 0; i < 11;i++) begin
                writes[i] = 1;
            end
            coses_a_fer[0] <=   32'b00000000000000000000000000000000;
            coses_a_fer[1] <=   32'b00000000000000000000000000000100;
            coses_a_fer[2] <=   32'b00000000000000000000000000001000;
            coses_a_fer[3] <=   32'b00000000000000000000000000001100;
            coses_a_fer[4] <=   32'b00000000000000000000000000010000;
            coses_a_fer[5] <=   32'b00000000000000000000000000010100;
            coses_a_fer[6] <=   32'b00000000000000000000000000010100;
            coses_a_fer[7] <=   32'b00000000000000000000000000011100;
            coses_a_fer[8] <=   32'b00000000000000000000000000100000;
            coses_a_fer[9] <=   32'b00000000000000000000000000100100;
            coses_a_fer[10] <=  32'b00000000000000000000000000101000;
            coses_a_fer[11] <=  32'b00000000000000000000000000101000;
            coses_a_fer[12] <=  32'b00000000000000000000000000110000;
            coses_a_fer[13] <=  32'b00000000000000000000000000110100;
            coses_a_fer[14] <=  32'b00000000000000000000000000111000;
            coses_a_fer[15] <=  32'b00000000000000000000000000111100;
            coses_a_fer[16] <=  32'b00000000000000000000000001000000;
            coses_a_fer[17] <=  32'b00000000000000000000000001000100;
            coses_a_fer[18] <=  32'b00000000000000000000000001001000;
            coses_a_fer[19] <=  32'b00000000000000000000000001001100;
            coses_a_fer[20] <=  32'b00000000000000000000000001010000;
            coses_a_fer[21] <=  32'b00000000000000000000000001010100;
            coses_a_fer[22] <=  32'b00000000000000000000000001011000;
            coses_a_fer[23] <=  32'b00000000000000000000000001011100;
            coses_a_fer[24] <=  32'b00000000000000000000000001100000;
            coses_a_fer[25] <=  32'b00000000000000000000000001100100;
            coses_a_fer[26] <=  32'b00000000000000000000000001101000;
            coses_a_fer[27] <=  32'b00000000000000000000000001101100;
            coses_a_fer[28] <=  32'b00000000000000000000000001110000;
            coses_a_fer[29] <=  32'b00000000000000000000000001110100;
            coses_a_fer[30] <=  32'b00000000000000000000000001111000;
            coses_a_fer[31] <=  32'b00000000000000000000000001111100;
            coses_a_fer[32] <=  32'b00000000000000000000000010000000;
            coses_a_fer[33] <=  32'b00000000000000000000000010000100;
            coses_a_fer[34] <=  32'b00000000000000000000000010001000;
            coses_a_fer[35] <=  32'b00000000000000000000000010001100;
            coses_a_fer[36] <=  32'b00000000000000000000000010010000;
            coses_a_fer[37] <=  32'b00000000000000000000000010010100;
            coses_a_fer[38] <=  32'b00000000000000000000000010011000;
            coses_a_fer[39] <=  32'b00000000000000000000000010011100;
            coses_a_fer[40] <=  32'b00000000000000000000000010100000;
            coses_a_fer[41] <=  32'b00000000000000000000000010100100;
            coses_a_fer[42] <=  32'b00000000000000000000000010101000;
            coses_a_fer[43] <=  32'b00000000000000000000000010110000;
            coses_a_escriure[0] <=  32'b00000000000000000000000000000001;
            coses_a_escriure[1] <=  32'b00000000000000000000000000000010;
            coses_a_escriure[2] <=  32'b00000000000000000000000000000011;
            coses_a_escriure[3] <=  32'b00000000000000000000000000000100;
            coses_a_escriure[4] <=  32'b00000000000000000000000000000101;
            coses_a_escriure[5] <=  32'b00000000000000000000000000000110;
            coses_a_escriure[6] <=  32'b00000000000000000000000000000111;
            coses_a_escriure[7] <=  32'b00000000000000000000000000001000;
            coses_a_escriure[8] <=  32'b00000000000000000000000010000001;
            coses_a_escriure[9] <=  32'b00000000000000000000000010000010;
            coses_a_escriure[10] <=  32'b00000000000000000000000010000011;
            coses_a_escriure[11] <=  32'b00000000000000000000000010000100;
            coses_a_escriure[12] <=  32'b00000000000000000000000010000101;
            coses_a_escriure[13] <=  32'b00000000000000000000000010000110;
            coses_a_escriure[14] <=  32'b00000000000000000000000010000111;
            coses_a_escriure[15] <=  32'b00000000000000000000000010001000;
            coses_a_escriure[16] <=  32'b00000000000000000000001110000001;
            coses_a_escriure[17] <=  32'b00000000000000000000001110000010;
            coses_a_escriure[18] <=  32'b00000000000000000000001110000011;
            coses_a_escriure[19] <=  32'b00000000000000000000001110000100;
            coses_a_escriure[20] <=  32'b00000000000000000000001110000101;
            coses_a_escriure[21] <=  32'b00000000000000000000001110000110;
            coses_a_escriure[22] <=  32'b00000000000000000000001110000111;
            coses_a_escriure[23] <=  32'b00000000000000000000001110001000;
            blocked = 1'b0;
        end
        else if (requested_data_to_mem == 1'b1) begin
            blocked = 1'b1;
        end
        else if (requested_data_to_mem == 1'b0 && blocked == 1'b1) begin
            blocked = 1'b0;
        end
        else if (requested_data_to_mem == 1'b0 && blocked == 1'b0) begin
            address=coses_a_fer[count];
            mem_read=reads[count];
            mem_write=writes[count];
            count = count + 1;
            if (mem_write == 1'b1) begin
                writedata = coses_a_escriure[count_write];
                count_write = count_write + 1;
            end
        end
    end
endmodule  
==> ./run.sh <==
#!/bin/bash
# OpenROAD 26Q1-2900-gdf79404cd8, Yosys 0.63+post, stock flow scripts
make -C /OpenROAD-flow-scripts/flow DESIGN_CONFIG=/design/flow/config.mk WORK_HOME=/design/flow/orfs finish
==> ./config.mk <==
export PLATFORM = sky130hd
export DESIGN_NAME = data_cache_generator_store_buffer
export DESIGN_NICKNAME = data_cache_generator_store_buffer
export VERILOG_FILES = /design/flow/design.v
export SDC_FILE = /design/flow/constraint.sdc
export NUM_CORES = 4
export LEC_CHECK = 1
export CORE_AREA = 10 10 114 114
export DIE_AREA = 0 0 124 124
==> ./constraint.sdc <==
current_design data_cache_generator_store_buffer

set clk_period 2.7
set clk_io_pct 0.2

create_clock -name clk0 -period $clk_period [get_ports {clk}]

set non_clock_inputs [all_inputs -no_clocks]
set_input_delay [expr $clk_period * $clk_io_pct] -clock clk0 $non_clock_inputs
set_output_delay [expr $clk_period * $clk_io_pct] -clock clk0 [all_outputs]
==> results.py <==
# Metrics from the implementation run
metrics = {
    "global_route": {
        "grt_first_pass_wirelength_um": 4730,
        "grt_start_max_net_pins": 15,
        "grt_overflow_total": 0,
        "grt.total_usage_pct": 3.52,
        "use_met3_pct": 0.413,
        "initial_antenna_violation_count": 1,
        "grtUsageMet2_pct": 5.73,
        "grt-busiest-layer": "met2",
        "via_count_of_the_first_global_routing_pass": 1107,
        "use_met1_pct": 5.05,
    },
    "clocking": {
        "clock_tree.root_cell": "sky130_fd_sc_hd__clkbuf_8",
        "post_cts_resize_count": 0,
        "cts-root-to-sink-buffers": 2,
        "htree_num_levels": 1,
        "cts_num_sinks": 26,
        "cts_hold_buffers": 0,
        "clock.latency.late_pin_ps": 260,
        "number_of_buffers_created_by_cts": 3,
        "clock_tree_from_tritoncts": "done",
        "clkTransAtPathRegs_ps": 80,
        "cts_post_setup_buffers_inserted": 0,
    },
    "pwr": {
        "total_leakage_power_nw": 0.744,
        "swShare_pct": 23.5,
        "power_frac_comb_pct": 16.4,
        "clock_power_share_pct": 26.6,
        "power.sequential.fraction_pct": 57.1,
        "vdd.ir_drop.worst_mv": 0.158,
        "cell_internal_pwr_mw": 0.600,
        "p_per_area_nw_per_um2": 405,
        "netSwitchingPower_mw": 0.184,
    },
    "setup_path": {
        "worstPathBufferInverterCount": 1,
        "worst-setup-path-type": "reg -> reg",
        "critical_path_cell_count": 6,
        "worstRegToRegCells": 6,
        "crit_required_ps": 2880,
        "path_max_fanout": 9,
        "data_arrival_time_of_the_critical_path_ps": 2260,
        "start_kind": "register",
        "max_stage_delay_ps": 540,
        "end_kind": "register",
        "worstPathCellList": "inv_1 > ha_1 > nor4_4 > a22oi_4 > or3_1 > a21oi_1",
        "top_cell_family_by_delay_on_the_critical_path": "simple AND/OR/NAND/NOR gates",
        "slowest_library_cell_on_the_worst_path": "sky130_fd_sc_hd__nor4_4",
    },
    "place": {
        "dp_hpwl_um": 2340,
        "routabilityCongestion": 0.752,
        "buffer_ports.inserted": 17,
        "dpl_cell_area_sq_um": 1890,
    },
    "yosys": {
        "cells_yosys": 191,
        "synth_cells": 191,
        "seq_area_frac_synth_pct": 37.4,
        "yosys_area_sq_um": 1770,
        "synth_area_sq_um": 1770,
        "ys.flops": 26,
        "postSynthAreaPerCell_sq_um": 9.25,
        "number_of_enable_flip_flop_cells": 14,
        "synthDominantAreaCellType": "sky130_fd_sc_hd__edfxtp_1",
        "yosys_warnings": 901,
        "synth.lib_cells_used.distinct": 39,
        "ys_async_sr_fraction_pct": 0,
        "ranking_of_synthesized_cells_by_area": "sky130_fd_sc_hd__edfxtp_1 24%, sky130_fd_sc_hd__buf_4 22%, sky130_fd_sc_hd__dfxtp_1 14%, sky130_fd_sc_hd__ha_1 6.4%, sky130_fd_sc_hd__nor2_1 3.4%",
        "synth_top_flop_cell": "sky130_fd_sc_hd__edfxtp_1",
        "share_of_the_synthesized_area_in_the_top_cell_type_pct": 23.8,
    },
    "sta": {
        "setup-tns-final_ps": 0,
        "final_hold_viol_count": 0,
        "timing_worst_slew_pin_value_ps": 536,
        "final.hold.worst_slack_ps": 529,
        "finalSetupViolCount": 0,
        "fin_crit_ps": 2080,
        "final_min_period_over_clock_period_pct": 76.9,
        "timing.slew.headroom_pct": 64.0,
        "worst_clock_skew_ps": 3.44,
        "fmax_mhz": 482,
        "timing_max_transition_violations_final": 0,
        "rsz_0062_raised_after_global_routing": "no",
    },
    "floorplanning": {
        "initial_utilization_pct": 17.0,
        "coreArea_sq_um": 10400,
        "die.size.x_um": 124,
        "floorplan.die_area_sq_um": 15400,
        "fp.dieH_um": 124,
        "ioPinCount": 70,
        "core.rowCount": 37,
    },
    "cells_and_area": {
        "layout.cell_area.non_filler_sq_um": 1930,
        "final_layout_size_suffix_gt1_share_pct": 4.88,
        "layout.cells.most_common": "sky130_fd_sc_hd__conb_1",
        "num-fill-cells": 1143,
        "layout-area-overhead-vs-synth_pct": 9.49,
        "layout.cells.most_common_list": "51 x sky130_fd_sc_hd__conb_1, 17 x sky130_fd_sc_hd__clkdlybuf4s50_1, 16 x sky130_fd_sc_hd__nor2_1",
    },
    "route": {
        "dr_total_vias": 1093,
        "detail_route.wl_per_cell_um": 8.68,
        "ant_nets": 0,
        "detailed_routing_iteration_count_for_the_pre_antenna_repair_pass": 4,
        "via_per_inst": 3.21,
        "drtIter0Drc": 51,
        "totalWireLength_um": 2960,
        "drcViolationCount": 0,
        "route.antenna.diode_count": 0,
    },
    "min_path": {
        "hold_path_class": "reg -> reg",
        "worstHoldPathCells": 2,
    },
    "run": {
        "tool_warnings": 32,
        "drv_cap": 0,
    },
    "run_status": {
        "outcome": "finished clean",
    },
}
==> power groups by stage <==
stage | Sequential, mW | Clock, mW | Combinational [mW]
4_1_cts | 0.448 | 0.216 | 0.133
5_1_grt | 0.451 | 0.234 | 0.150
6_report | 0.447 | 0.208 | 0.128
==> final timing paths <==
check | start | end | slack [ps]
worst max-delay path | count[0] | count_write[3] | 620
worst min-delay path | count[1] | count[1] | 530
worst max register to register | count[0] | count_write[3] | 620
worst min register to register | count[1] | count[1] | 530
==> final cells by class <==
cell class	instances	area, sq um	area share, %
Clock buffer	3	41.3	2.13
Tap cell	136	170	8.80
Clock inverter	1	3.75	0.194
Timing Repair Buffer	20	193	9.96
Sequential cell	26	661	34.2
Inverter	11	41.3	2.13
Multi-Input combinational cell	144	825	42.6
==> cells in the mapped netlist, types with 2 or more instances <==
master and instances:
sky130_fd_sc_hd__a2111oi_0 2, sky130_fd_sc_hd__a21oi_1 7, sky130_fd_sc_hd__and2_1 2, sky130_fd_sc_hd__buf_4 52
sky130_fd_sc_hd__clkbuf_1 7, sky130_fd_sc_hd__dfxtp_1 12, sky130_fd_sc_hd__edfxtp_1 14, sky130_fd_sc_hd__ha_1 9
sky130_fd_sc_hd__inv_1 11, sky130_fd_sc_hd__nand2_1 8, sky130_fd_sc_hd__nand2b_1 2, sky130_fd_sc_hd__nand3_1 5
sky130_fd_sc_hd__nand4_1 2, sky130_fd_sc_hd__nor2_1 16, sky130_fd_sc_hd__nor3_1 2, sky130_fd_sc_hd__o21ai_0 8
sky130_fd_sc_hd__o22ai_1 2, sky130_fd_sc_hd__o31ai_1 3, sky130_fd_sc_hd__or3_1 3, sky130_fd_sc_hd__xnor2_1 3
sky130_fd_sc_hd__xor2_1 3
==> tightest hold or removal path, cell delays in order, from the launching register on <==
cell                      delay [ps]
sky130_fd_sc_hd__dfxtp_1         350
sky130_fd_sc_hd__o21ai_0          80
sky130_fd_sc_hd__a21oi_1          60
==> registers in the layout, indices dropped and copies added (netlist names) <==
signal,count
writedata,6
blocked,1
count_write,5
count,6
address,6
mem_write,1
mem_read,1
==> cells by family (layout without fill, tap and decap cells) <==
group / after synthesis / in the layout / synth area share [%]
adder cells (fa/ha/maj): 10 / 10 / 6.94
buffers and inverters: 71 / 35 / 26.6
AND/OR/NAND/NOR: 45 / 45 / 13.0
AND-OR/OR-AND: 31 / 31 / 12.3
flip-flops: 26 / 26 / 37.4
other: 1 / 51 / 0.212
multiplexers: 1 / 1 / 0.567
XOR/XNOR: 6 / 6 / 2.98
==> per-layer routing <==
metal | part of all wire (%) | vias to the layer above
met2 | 43 | 46
li1 | - | 569
met3 | 7.8 | 2
met5 | 0 | -
met1 | 48 | 476
met4 | 0.91 | 0
==> through the flow <==
stage          util [%]  power, mW  worst slack (ps)  cells
2_1_floorplan         -      0.591               752    241
3_3_place_gp       18.1      0.588               463    337
3_5_place_dp       18.1      0.589               442    337
4_1_cts            18.6      0.796               606    341
5_1_grt            18.6      0.835               393    341
6_report           18.6      0.784               625    341
Power figures rest on the tool's default switching activity, not on a simulated workload.
